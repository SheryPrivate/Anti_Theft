<file path="/design/flow/config.mk">
export PLATFORM = sky130hd
export DESIGN_NAME = time_parameters
export DESIGN_NICKNAME = time_parameters
export VERILOG_FILES = /design/flow/design.v
export SDC_FILE = /design/flow/constraint.sdc
export NUM_CORES = 4
export LEC_CHECK = 1
export CORE_AREA = 10 10 82 82
export DIE_AREA = 0 0 92 92
</file>
<file path="/design/flow/design.v">
`timescale 1ns / 1ps
module time_parameters (
    input  logic       clk,
    input  logic       rst,
    input  logic [1:0] param_select,
    input  logic [3:0] time_value,
    input  logic       reprogram,
    output logic [3:0] T_ARM_DELAY,
    output logic [3:0] T_DRIVER_DELAY,
    output logic [3:0] T_PASSENGER_DELAY,
    output logic [3:0] T_ALARM_ON
);
    logic [3:0] memory [3:0];
    always_ff @(posedge clk or posedge rst) begin
        if (rst) begin
            memory[0] <= 4'd6;    
            memory[1] <= 4'd8;    
            memory[2] <= 4'd15;   
            memory[3] <= 4'd10;   
        end
        else if (reprogram) begin
            memory[param_select] <= time_value;
        end
    end
    assign T_ARM_DELAY        = memory[0];
    assign T_DRIVER_DELAY     = memory[1];
    assign T_PASSENGER_DELAY  = memory[2];
    assign T_ALARM_ON         = memory[3];
endmodule
</file>
<file path="/design/flow/run.sh">
#!/bin/bash
# OpenROAD 26Q1-2900-gdf79404cd8, Yosys 0.63+post, stock flow scripts
make -C /OpenROAD-flow-scripts/flow DESIGN_CONFIG=/design/flow/config.mk WORK_HOME=/design/flow/orfs finish
</file>
<file path="/design/flow/constraint.sdc">
current_design time_parameters

set clk_period 1.5
set clk_io_pct 0.2

create_clock -name clk0 -period $clk_period [get_ports {clk}]

set non_clock_inputs [all_inputs -no_clocks]
set_input_delay [expr $clk_period * $clk_io_pct] -clock clk0 $non_clock_inputs
set_output_delay [expr $clk_period * $clk_io_pct] -clock clk0 [all_outputs]
</file>
==> out/results.ini <==
[detailed_routing]
drt-initial-drc-count=13
wl_per_cell_um=12.2
drt-pass1-iter-count=3
drtAntennaViolNets=0
diodes=0
num_vias=410
wirelength_mm=1.65
post-route-drc-count=0
viasPerCell=3.01

[floorplanning]
rows=26
chipArea_um2=8460
die_w_um=92
coreArea_um2=5070
fp.dieH_um=92
ios=25
fp_util_pct=12.5

[logic_synthesis]
syn_area_um2=634
synth_cell_types=7
yosys_warnings=2
synth_chip_area_um2=634
syn_inst=37
area_leaders=dfstp_2 37%, mux2_2 28%, dfrtp_1 28%
ys_seq_share_pct=64.9
synthXorXnorAreaFrac_pct=0
avgSynthCellArea_um2=17.1
yosysCellCount=37
simple_gate_area_share_pct=6.11
ys_ff=16
ys_top_logic_family=multiplexers
netlist.top_cell.by_area=dfstp_2
synth-compound-area-share_pct=0
synth_adder_area_share_pct=0
synth.area.mux_share_pct=28.4
top_cell_area_share_pct=37.3

[cells_and_area]
combGateArea_um2=219
top_register=memory
area_growth_pct=59.8
top_regs=memory: 16 flops
post_route_cells_drive_above_1_share_pct=47.0
fin_cells=136
ff_latch_area_um2=412
final_core_util_pct=20.0
postLayoutCellArea_um2=1010
largest_reg_flops=16
fillers=560

[final_timing]
relSlewSlack_pct=80.3
slew_violations=0
fin_skew_ns=0
timing.fmax_mhz=715
rsz0062_at_grt=false
finalClockPeriodUsage_pct=93.2
hold_violations=0
worstMarginPinSlew_ns=0.295
fin_ws_ns=0.102
setup_violations=0
final.min_clock_period_ns=1.40

[place]
dp.cells=132
hpwl_mm=1.34
dp_slack_ns=-0.156
gp_congestion=0.712
io_buffer_count=24
placed_cell_area_um2=970

[critical_path]
crit_path_end_kind=flip-flop
arrival_ns=1.53
reg2reg_slack_ns=0.75
cp.required_ns=1.63
crit_chain=clkdlybuf4s50_1 -> nor3b_4 -> mux2_2
path_max_fanout=4
path_buffers=1
critPathTopFamily=buffers and inverters
path_class=input port to flip-flop
startpoint_type=input port
cp_slowest_stage_delay_ns=0.53
worst_path_max_delay_cell=clkdlybuf4s50_1

[clock_network]
cts_root_buf=clkbuf_8
path_clk_slew_ns=0.06
h-tree-depth=1
clk_latency_ns=0.24
cts_buffers=3
cts_buffer_depth=2
cts_tree=done
cts_sinks=16

[pwr]
power_density_nw_per_um2=1190
power.leakage_uw=0.000401
ir_drop_mv=0.352

[global_route]
grt_max_degree=17
grt_pass1_vias=443
gr-usage-all-layers_pct=3.90
grt_overflow=0
antenna_found_initial=0
grt_pass1_wl_mm=2.49

[flow_run]
warnings=25
cap_violations=0

[worst_hold_path]
hp-class=input port to asynchronous set/reset pin

[status]
run_status=finished clean

## Yosys cell counts
cell,instances
dfrtp_1,7
dfstp_2,9
inv_1,1
mux2_2,16
nand3_1,1
nand3b_1,2
nor3b_4,1
## placed cells by master (no fill, tap or decap)
cell             netlist  layout
mux2_2                16      16
buf_4                  0       1
dlygate4sd2_1          0       9
inv_1                  1       1
nand3b_1               2       2
nor3b_4                1       1
nand3_1                1       1
clkdlybuf4s50_1        0      15
dfstp_2                9       9
clkbuf_8               0       4
dfrtp_1                7       7
## repair_timing
action	4_1_cts	5_1_grt
hold buffers	0	0
buffers inserted	0	0
resized	9	0
setup endpoints to repair	9	0
## layout make-up
cell class	count	share of cell area, %
sequential	16	40.6
timing repair buffer	25	23.3
multi-input combinational	20	21.6
tap	70	8.64
clock buffer	4	5.43
inverter	1	0.370
## worst min-delay path, stage by stage
cell,delay (ns)
clkdlybuf4s50_1,0.39
inv_1,0.05
buf_4,0.22
## metrics by stage
stage	total power [µW]	hold WS, ns	TNS, ns
2_1_floorplan	655	0.207	0
3_3_place_gp	886	0.490	-1.36
3_5_place_dp	891	0.498	-1.51
4_1_cts	1240	0.360	0
5_1_grt	1280	0.394	0
6_report	1210	0.359	0
## power breakdown
part           internal [µW]  total [µW]  switching (µW)
Sequential               547         583            36.3
Clock                    232         368             136
Combinational            188         255            67.2
## logic make-up after synthesis
logic type / count (synthesis)
multiplexers: 16
flip-flops: 16
AND/OR/NAND/NOR: 4
buffers and inverters: 1
## final timing paths
path | from | end | depth (start not counted)
worst max-delay path | reprogram | memory[0][3] | 3
worst max register to register | memory[1][2] | memory[1][2] | 1
min in group clk0 | memory[3][2] | memory[3][2] | 1
max in group asynchronous | rst | memory[3][1] | 3
worst min-delay path | rst | memory[3][0] | 3
worst min register to register | memory[3][2] | memory[3][2] | 1
## layer usage
metal | GRT usage (%) | share of wire [%] | up-vias
met3 | 2.06 | 8.3 | 0
met4 | 0.129 | 0 | 0
met5 | 0 | 0 | -
met1 | 5.08 | 45 | 203
li1 | - | - | 191
met2 | 5.94 | 47 | 16
No activity file was given, so power comes from the tool's default toggle rates.
