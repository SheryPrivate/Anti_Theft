[/design/flow/config.mk]
export PLATFORM = sky130hd
export DESIGN_NAME = anti_theft_fsm
export DESIGN_NICKNAME = anti_theft_fsm
export VERILOG_FILES = /design/flow/design.v
export SDC_FILE = /design/flow/constraint.sdc
export NUM_CORES = 4
export LEC_CHECK = 1
export CORE_AREA = 10 10 70 70
export DIE_AREA = 0 0 80 80
[/design/flow/constraint.sdc]
current_design anti_theft_fsm

set clk_period 1.6
set clk_io_pct 0.2

create_clock -name clk0 -period $clk_period [get_ports {clk}]

set non_clock_inputs [all_inputs -no_clocks]
set_input_delay [expr $clk_period * $clk_io_pct] -clock clk0 $non_clock_inputs
set_output_delay [expr $clk_period * $clk_io_pct] -clock clk0 [all_outputs]
[/design/flow/design.v]
`timescale 1ns / 1ps
module anti_theft_fsm (
    input  logic       clk,
    input  logic       rst,
    input  logic       ignition,
    input  logic       driver_door,
    input  logic       passenger_door,
    input  logic [3:0] T_ARM_DELAY,
    input  logic [3:0] T_DRIVER_DELAY,
    input  logic [3:0] T_PASSENGER_DELAY,
    input  logic [3:0] T_ALARM_ON,
    input  logic       timer_expired,
    input  logic       one_hz_enable,
    output logic       start_timer,
    output logic [3:0] timer_value,
    output logic       status_led,
    output logic       siren_enable
);
    typedef enum logic [3:0] {
        S_ARMED_IDLE,        
        S_ARM_DELAY,         
        S_TRIGGERED,         
        S_SOUND_ALARM,       
        S_DISARMED           
    } state_t;
    state_t state, next_state;
    logic led_blink;
    always_ff @(posedge clk or posedge rst) begin
        if (rst)
            led_blink <= 0;
        else if (one_hz_enable)
            led_blink <= ~led_blink;
    end
    always_ff @(posedge clk or posedge rst) begin
        if (rst)
            state <= S_ARMED_IDLE;
        else
            state <= next_state;
    end
    always_comb begin
        next_state  = state;
        start_timer = 0;
        timer_value = 0;
        siren_enable = 0;
        status_led = 0;
        case (state)
            S_ARMED_IDLE: begin
                status_led = led_blink;  
                if (ignition)
                    next_state = S_DISARMED;
                else if (driver_door) begin
                    start_timer = 1;
                    timer_value = T_DRIVER_DELAY;
                    next_state = S_TRIGGERED;
                end
                else if (passenger_door) begin
                    start_timer = 1;
                    timer_value = T_PASSENGER_DELAY;
                    next_state = S_TRIGGERED;
                end
            end
            S_TRIGGERED: begin
                status_led = 1;  
                if (ignition)
                    next_state = S_DISARMED;
                else if (timer_expired) begin
                    start_timer = 1;
                    timer_value = T_ALARM_ON;
                    next_state = S_SOUND_ALARM;
                end
            end
            S_SOUND_ALARM: begin
                status_led = 1;
                siren_enable = 1;
                if (ignition)
                    next_state = S_DISARMED;
                else if (timer_expired)
                    next_state = S_ARMED_IDLE;
            end
            S_DISARMED: begin
                status_led = 0;
                siren_enable = 0;
                if (!ignition && driver_door) begin
                    start_timer = 1;
                    timer_value = T_ARM_DELAY;
                    next_state = S_ARMED_IDLE;
                end
            end
            default: next_state = S_ARMED_IDLE;
        endcase
    end
endmodule
[/design/flow/run.sh]
#!/bin/bash
# OpenROAD 26Q1-2900-gdf79404cd8, Yosys 0.63+post, stock flow scripts
make -C /OpenROAD-flow-scripts/flow DESIGN_CONFIG=/design/flow/config.mk WORK_HOME=/design/flow/orfs finish
==> impl_metrics.csv <==
group,metric,value,unit
critical_path,timing.critical_path.arrival,1310,ps
final_layout,layout.core_utilization,0.243,
clocking,cts_tree,"built",
synth,yosys_warnings,1,
synth,ys.flops,5,
clocking,cts_num_sinks,5,
synth,post_synth_mux_area_share,0.0285,
status,run_status,"complete, but fails checks",
status,failing_checks,"setup timing",
power_and_ir_drop,power.share.combinational,0.249,
grt,largest_net_degree_at_the_start_of_global_routing,8,
detailed_routing,tally_of_nets_with_antenna_violations_remaining_after_routing,0,
synth,total_standard_cell_area_after_synthesis,352,um^2
synth,post_synth_inst_count,40,
final_layout,final_common_cell,"clkdlybuf4s50_1",
run,warning_count,27,
synth,fa_ha_area_frac,0,
timing,setup_repair_after_global_routing_missed_its_margin,"yes",
synth,yosys.area_share.simple,0.146,
run,maxCapViolCount,0,
power_and_ir_drop,power.static_leakage,0.371,nW
grt,first_global_vias,533,
clocking,clock_tree.buffer_depth,2,
place,gp_congestion,0.893,
power_and_ir_drop,power_frac_seq,0.372,
die,fp_util,0.103,
grt,number_of_antenna_violations_at_the_first_check_in_global_routing,1,
clocking,cts_hold_buf,0,
final_layout,comb_area,239,um^2
clocking,clkSlewWorstSetupHoldPaths,50,ps
detailed_routing,dr_total_vias,512,
grt,total_grt_overflow,0,
detailed_routing,avgRoutedWirePerCell,12.6,um
synth,leading_cell_types_by_total_area_after_synthesis,"dfrtp_1 (28%), a22oi_1 (19%), dfstp_2 (7.5%)",
clocking,htreeDepth,1,
die,placeableCoreArea,3420,um^2
synth,yosys.area.top_type_share,0.285,
power_and_ir_drop,power_switching,0.0000956,W
clocking,worst_skew_pair.late_latency,240,ps
final_layout,drive_above_1_share,0.373,
power_and_ir_drop,power.share.switching,0.240,
synth,post_synth.cell_area_avg,8.79,um^2
timing,fin_crit,1630,ps
final_layout,final-seq-area,126,um^2
die,die_x,80,um
die,io-pin-count,30,
detailed_routing,drt_first_iter_violations,22,
timing,timing.final.hold_violations,0,
die,die_y_size,80,um
detailed_routing,drc_markers,0,
critical_path,timing.critical_path.fanout_max,2,
synth,yosys.stat.seqShare,0.359,
synth,ys_types,19,
die,die-area,6400,um^2
critical_path,cp-start-kind,"flip-flop",
power_and_ir_drop,vdd.ir_drop.worst,0.000378,V
timing,fmax,615,MHz
synth,netlist_logic_family_top,"AND-OR/OR-AND gates",
place,port-buffer-count,29,
critical_path,critical_path_class,"reg2out",
timing,clock-skew-final,0.861,ps
synth,synth_xor_xnor_area_share,0.0249,
final_layout,synthToLayoutAreaGrowth,136,%
timing,layout_setup_ws,-27.3,ps
synth,synth_stat.cells,40,
timing,finalSetupViolations,4,
final_layout,final.fill_count,374,
grt,grt_pass1_wl,2610,um
clocking,ctsRootBufferMaster,"clkbuf_4",
min_path,worstHoldPathType,"in2async",
power_and_ir_drop,fin_total_pwr,0.000398,W
synth,yosys_area,352,um^2
clocking,cts_buffers,3,
critical_path,timing.critical_path.to_type,"primary output",
critical_path,critPathRequiredTime,1280,ps
power_and_ir_drop,intPower,0.000303,W
timing,timing.slew.headroom,0.847,
timing,timing_worst_slew_pin_value,228,ps
die,floorplan.rows,21,
timing,slew_violations,0,
power_and_ir_drop,share_clk_of_total_power,0.379,
grt,globalRouteTotalUtil,0.0506,
detailed_routing,firstDrtPassIters,4,
detailed_routing,routed_wirelength,1630,um
place,post_detailed_placement_half_perimeter_wirelength,1270,um
power_and_ir_drop,power_density,480,nW/um^2
final_layout,layout_top_cells,"clkdlybuf4s50_1 (19), buf_4 (8), o21ai_1 (5), a22oi_1 (5), buf_2 (5)",
synth,aoi_share,0.374,
timing,final.period_utilization,1.02,
synth,synthDominantAreaCellType,"dfrtp_1",
detailed_routing,routed_via_density,3.94,
timing,hold_slack,266,ps
## sequential cells by signal (all words and copies together), names as in the netlist
register,flops
state,4
led_blink,1
## worst paths after layout
path / start / to / slack (ps) / cells past startpoint
worst max-delay path: state[1] / timer_value[1] / -30 / 5
worst min-delay path: rst / state[3] / 270 / 2
worst max register to register: state[0] / state[2] / 530 / 4
worst min register to register: led_blink / led_blink / 470 / 1
max in group asynchronous: rst / state[0] / 1100 / 2
min in group clk0: ignition / state[2] / 420 / 2
## layer usage
| layer | global-route usage | vias up | share of wire |
|---|---|---|---|
| li1 | - | 239 | - |
| met2 | 0.0482 | 50 | 0.29 |
| met1 | 0.0790 | 223 | 0.48 |
| met4 | 0.00352 | 0 | 0 |
| met3 | 0.0432 | 0 | 0.23 |
| met5 | 0 | - | 0 |
## synth_stat cells (all sizes together)
cell type and number:
a22oi 9, o21ai 7, dfrtp 4, nor2 3, and3b 2, buf 2
inv 2, nand2b 2, a211o 1, a21oi 1, dfstp 1, mux2i 1
nand2 1, nor2b 1, o21bai 1, o31ai 1, xor2 1
## per-stage QoR
step	instance area (um^2)	cells	worst slack, ps	setup TNS, ps
detailed placement	743	121	-608	-2950
floorplan	352	40	323	0
global placement	743	121	-578	-2810
global route	830	130	-140	-407
finish	830	130	-27.3	-101
CTS	826	129	-38.3	-125
## power groups by stage
| stage | clock network [W] | logic (W) | registers (W) |
|---|---|---|---|
| finish | 0.000151 | 0.0000990 | 0.000148 |
| global route | 0.000166 | 0.000109 | 0.000151 |
| CTS | 0.000159 | 0.0000990 | 0.000148 |
## logic make-up (layout without fill, tap and decap cells)
family,after synthesis,count (layout)
XOR/XNOR,1,1
other,0,1
multiplexers,1,1
flip-flops,5,5
AND-OR/OR-AND,20,20
AND/OR/NAND/NOR,9,9
buffers and inverters,4,47
## area by class of cell
type,instances,share of cell area
timing repair buffer,41,0.446
clock buffer,4,0.0317
tap,46,0.0694
inverter,2,0.00905
multi-input combinational,31,0.288
antenna,1,0.00302
sequential,5,0.152
## repair_timing
action / CTS / global route
buffers inserted: 4 / 0
resized: 38 / 1
gates cloned: 0 / 0
pin swaps: 7 / 2
hold endpoints to repair: 0 / 0
endpoints found under the setup margin: 6 / 6
## critical path, stage by stage (launching register included)
cell and delay (ps):
dfrtp_1 370, and3b_2 230, buf_6 120, a22oi_2 150
o21ai_1 70, buf_2 120
Power is estimated from default activity; no workload was simulated.
